==> flow/design.v <==
module RAM_block(CLK, addr, data_i, data_o, WE, CLR);
parameter w = 16;  
parameter n = 8; 
integer i = 0;
input CLK, WE, CLR;
input [3:0] addr;
input [n-1:0] data_i;
output [n-1:0] data_o; 
reg[n-1:0] M[w-1:0];
reg[n-1:0] data_o; 
initial begin 
	for (i = 0;i < w; i = i + 1) begin
		M[i] <= 0;
	end
	data_o = 0;
end
always @(posedge CLK)begin
	if (CLR)
		for (i = 0;i < w; i = i + 1) begin
			M[i] <= 0;	
		end
	if (WE)
		M[addr] <= data_i; 
	else
		data_o <= M[addr]; 
end
endmodule
==> flow/constraint.sdc <==
current_design RAM_block

set clk_period 3.3
set clk_io_pct 0.2

create_clock -name clk0 -period $clk_period [get_ports {CLK}]

set non_clock_inputs [all_inputs -no_clocks]
set_input_delay [expr $clk_period * $clk_io_pct] -clock clk0 $non_clock_inputs
set_output_delay [expr $clk_period * $clk_io_pct] -clock clk0 [all_outputs]
==> flow/run.sh <==
#!/bin/bash
# OpenROAD 26Q1-2900-gdf79404cd8, Yosys 0.63+post, stock flow scripts
make -C /OpenROAD-flow-scripts/flow DESIGN_CONFIG=/design/flow/config.mk WORK_HOME=/design/flow/orfs finish
==> flow/config.mk <==
export PLATFORM = sky130hd
export DESIGN_NAME = RAM_block
export DESIGN_NICKNAME = RAM_block
export VERILOG_FILES = /design/flow/design.v
export SDC_FILE = /design/flow/constraint.sdc
export NUM_CORES = 4
export LEC_CHECK = 1
export CORE_UTILIZATION = 40
export SYNTH_HDL_FRONTEND = slang
==> impl_report.txt <==
FLOW METRICS REPORT
----------------------------------------------------
[Yosys]
  Post-synth design cell area ........................ 6160 um^2
  Ranking of synthesized cells by area ........................ sky130_fd_sc_hd__edfxtp_1, sky130_fd_sc_hd__and2_1, sky130_fd_sc_hd__mux4_2, sky130_fd_sc_hd__mux4_1, sky130_fd_sc_hd__a22oi_1
  Top flip-flop cell by instance count after synthesis ........................ sky130_fd_sc_hd__edfxtp_1
  YS chip area ........................ around 6000 um^2
  Most common cell in the netlist ........................ sky130_fd_sc_hd__edfxtp_1
  Post-synth regs ........................ around 140
  Count of unique library cells instantiated by Yosys ........................ 24
  List of most frequent post-synthesis cells ........................ sky130_fd_sc_hd__edfxtp_1, sky130_fd_sc_hd__and2_1, sky130_fd_sc_hd__mux4_2
  Number of warnings printed during yosys synthesis ........................ 0
  Gate Count Post-Synth ........................ ~380
  Fraction of registers with async set/reset ........................ 0
  Share of the synthesized area in the top cell type ........................ 0.663
  Yosys Instances ........................ 384
  Seq/Total Area, Yosys ........................ 0.663
  Flip-flops with a built-in enable ........................ 136
  Average cell area after synthesis ........................ 16.1 um^2
  Top cell type by total area after synthesis ........................ sky130_fd_sc_hd__edfxtp_1

[Placement]
  Instance area at placement ........................ 6560 um^2
  Estimated wirelength of the detail-placed design ........................ 8970 um
  DP Worst Slack ........................ approximately 0.56 ns
  Total of buffers placed on input and output ports ........................ 22
  Weighted congestion reported at the end of routability-driven placement ........................ 0.887

[Clock network]
  TritonCTS clock tree ........................ built
  Register clock-pin slew on the reported worst setup and hold paths ........................ about 0.060 ns
  Cts hold-fix bufs ........................ 0
  Post-CTS Resized ........................ 0
  Num Clock Sinks ........................ 136
  H-tree lvl count ........................ 4
  Bufs on Longest Clock Path ........................ 2
  Number of buffers added by the clock tree synthesis step ........................ 17
  Postcts setup bufs ........................ 0
  CTS root buf ........................ sky130_fd_sc_hd__clkbuf_16
  Skew-Pair Late Insertion Delay ........................ slightly above 0.4 ns

[Finish]
  Register area ........................ 4080 um^2
  Area delta synth->final ........................ 16.3%
  Final core utilization ........................ 0.473
  Final-layout fill cell count ........................ 1237
  Combinational Area ........................ slightly below 2000 um^2
  Share of post-route cells with drive strength above 1 ........................ 0.194
  Final design area excluding fillers ........................ about 7200 um^2

[Setup path]
  Type of element capturing the critical path ........................ register
  Kind of critical path ........................ primary input to register
  Kind of start point of the critical path ........................ primary input
  Signal arrival time at the worst endpoint ........................ 2.40 ns
  Req. time, crit path ........................ 3.38 ns
  Max Fanout on Critical Path ........................ 9

[Routing]
  Via-to-Cell Ratio ........................ 5.28
  Final routed wire length divided by cell count ........................ 21.2 um
  Remaining number of nets flagged by the antenna check after routing ........................ 0
  Detailed-router iteration count before antenna repair ........................ 4
  Antenna diode count ........................ 0
  Routed wire length ........................ between 10000 and 15000 um
  DR DRC count ........................ 0
  Drt first-iter violations ........................ 173
  Via count ........................ 3227

[Global route]
  Global-route wire length before repair ........................ about 20000 um
  Via count of the first global-routing pass ........................ 3445
  Overall track demand over capacity in global routing ........................ 0.191
  Initial antenna violation count ........................ 0
  Maximum number of pins on one net before global-route repair ........................ 23
  Total congestion overflow after global routing ........................ 0

[Final timing]
  Minimum hold slack ........................ slightly below 0.8 ns
  Final setup margin ........................ 0.987 ns
  Final-layout setup total negative slack ........................ 0 ns
  Max-slew violation count ........................ 0
  Maximum frequency from static timing analysis ........................ 432 MHz
  Final critical-path required period ........................ 2.31 ns
  Worst rel slew slack ........................ 0.506
  Final worst path period share ........................ 0.701
  Final Hold Vio Count ........................ 0
  Actual slew at the worst max-slew pin ........................ ~0.74 ns
  Final setup violation count ........................ 0
  Worst Clk Skew ........................ 0.00750 ns
  Unrepaired setup endpoints after global routing ........................ no

[Pwr]
  PD cells ........................ around 600 nW/um^2
  Worst vdd rail ir drop ........................ around 0.37 mV
  Static leakage power ........................ 0.00250 uW

[Die]
  CORE AREA ........................ around 15000 um^2
  Ports ........................ 23
  Std-Cell Rows ........................ about 45
  Full die area ........................ about 16000 um^2
  Fp util ........................ 0.407
  Horizontal die dimension ........................ 126 um
  Die height ........................ 126 um

[Run]
  Number of warnings in the stage logs ........................ 25
  MaxCap Viol Count ........................ 0

[Status]
  Status ........................ finished clean

[Worst hold path]
  Min-Delay Path Class ........................ register to register

----------------------------------------------------
==> cells by family (layout without fill, tap and decap cells) <==
group,count (synthesis),after routing,synth area share
buffers and inverters,21,60,0.0181
multiplexers,32,32,0.121
AND-OR/OR-AND,16,16,0.0211
flip-flops,136,136,0.663
AND/OR/NAND/NOR,179,179,0.177
==> worst paths after layout <==
kind / from / to / slack [ns] / cells after the start
min reg2reg: M[3][7] / data_o[7] / 0.78 / 3
max reg2reg: M[12][2] / data_o[2] / 1.80 / 3
max: addr[2] / M[0][4] / 0.99 / 4
min: M[3][7] / data_o[7] / 0.78 / 3
==> layout make-up <==
| class | count | area share |
|---|---|---|
| sequential | 136 | 0.570 |
| multi-input combinational | 227 | 0.275 |
| clock buffer | 17 | 0.0594 |
| timing repair buffer | 28 | 0.0374 |
| tap | 188 | 0.0328 |
| clock inverter | 14 | 0.0255 |
| inverter | 1 | 0.000524 |
==> cells in the final DEF, fill, tap and decap left out, types with 3 or more instances in the layout <==
cell type	instances
sky130_fd_sc_hd__bufinv_16	4
sky130_fd_sc_hd__clkdlybuf4s50_1	20
sky130_fd_sc_hd__a22oi_1	14
sky130_fd_sc_hd__mux4_2	25
sky130_fd_sc_hd__clkinvlp_4	4
sky130_fd_sc_hd__and2_1	129
sky130_fd_sc_hd__clkinv_2	4
sky130_fd_sc_hd__nor2_2	3
sky130_fd_sc_hd__or2_2	10
sky130_fd_sc_hd__mux4_1	7
sky130_fd_sc_hd__nor3_2	4
sky130_fd_sc_hd__clkbuf_16	17
sky130_fd_sc_hd__edfxtp_1	136
sky130_fd_sc_hd__or2_1	6
sky130_fd_sc_hd__buf_4	5
sky130_fd_sc_hd__nor2_1	10
sky130_fd_sc_hd__nand2_1	9
==> worst max-delay path, stage by stage <==
cell	delay (ns)
sky130_fd_sc_hd__clkdlybuf4s50_1	0.51
sky130_fd_sc_hd__or3b_1	0.55
sky130_fd_sc_hd__nor3_2	0.32
sky130_fd_sc_hd__or2_1	0.36
==> per-stage QoR <==
step	total power (uW)	instances
after global routing	4410	611
after detailed placement	2390	580
after global placement	2380	580
after floorplan	2250	384
final	4270	611
after CTS	4290	611
==> flip-flops by register name (all words and copies together), names as in the netlist <==
| signal | flops |
|---|---|
| data_o | 8 |
| M | 128 |
==> power by group <==
| group | total [uW] | internal (uW) | switching (uW) |
|---|---|---|---|
| combinational | 294 | 132 | 162 |
| clock | 1920 | 1250 | 667 |
| sequential | 2060 | 2020 | 36.6 |
==> metal layers <==
metal	track usage	vias up	wire, um
met3	0.137	8	2010
met1	0.265	1556	4950
met5	0	-	0
li1	-	1489	-
met2	0.269	174	5860
met4	0.0255	0	132
No activity file was given, so power comes from the tool's default toggle rates.
