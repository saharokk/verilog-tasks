===== constraint.sdc =====
current_design PWM_generator

set clk_period 7.6
set clk_io_pct 0.2

create_clock -name clk0 -period $clk_period [get_ports {CLK}]

set non_clock_inputs [all_inputs -no_clocks]
set_input_delay [expr $clk_period * $clk_io_pct] -clock clk0 $non_clock_inputs
set_output_delay [expr $clk_period * $clk_io_pct] -clock clk0 [all_outputs]

===== design.v =====
module PWM_generator(EN, CLK, D_C, OUT);
integer i = 0;
input CLK, EN;
input [3:0] D_C;
output reg OUT; 
initial begin
OUT <= 1'b0;
end
always @(posedge CLK)begin
	if(EN) begin
		if(D_C == 4'd15) OUT <= 1;
		else begin
			i <= (i == 15) ? 0 : i + 1;	
			OUT <= (i >= D_C) ? 0 : 1;
		end
	end
end
endmodule

===== config.mk =====
export PLATFORM = sky130hd
export DESIGN_NAME = PWM_generator
export DESIGN_NICKNAME = PWM_generator
export VERILOG_FILES = /design/flow/design.v
export SDC_FILE = /design/flow/constraint.sdc
export NUM_CORES = 4
export LEC_CHECK = 1
export CORE_UTILIZATION = 40

===== run.sh =====
#!/bin/bash
# OpenROAD 26Q1-2900-gdf79404cd8, Yosys 0.63+post, stock flow scripts
make -C /OpenROAD-flow-scripts/flow DESIGN_CONFIG=/design/flow/config.mk WORK_HOME=/design/flow/orfs finish

==> qor.csv <==
stage,metric,value,unit
routing,Via density,5.46,
synth,Synth Seq Share,0.533,
synth,Dominant Register Cell,edfxtp_1,
clock_network,maximum clock insertion buffer count,2,
die,Die Wd,70.2,um
synth,Yosys Instances,148,
routing,DR WL/cell,14.1,um
pwr,peak supply drop,0.125,mV
place,DPL Wire Length,2210,um
grt,global-route wire length before repair,5400,um
final_layout,fraction of layout cells with a size suffix above 1,0.112,
critical_path,Critical Path Fanout Max,24,
place,routability cong.,0.771,
critical_path,Worst Path Required,7.55,ns
synth,Yosys chip area,1860,um^2
flow_run,max_cap viols,0,
outcome,status,completed,
synth,Synth top cells by count,"33 x edfxtp_1, 22 x xnor2_1, 13 x nand3_1",
routing,Pre-antenna DRT Iters,4,
sta,Fmax achieved,352,MHz
grt,vias in the first global route,1152,
die,row count,24,
pwr,PwrDens,188,nW/um^2
critical_path,Reg-to-Reg Start,i[0],
synth,"Async S/R FF share, synth",0,
grt,gr ovfl total,0,
synth,yosys warns,1,
synth,ys flops,33,
final_layout,design area,2060,um^2
grt,total track usage,0.145,
synth,top cell type by total area after synthesis,edfxtp_1,
clock_network,CTS tree,yes,
critical_path,"Data arrival, critical path",2.80,ns
synth,Avg Inst Size Synth,12.6,um^2
clock_network,"Hold-fix buffers, CTS",0,
worst_hold_path,Min-Delay Path Depth,1,
routing,Diodes inserted,0,
synth,"area share, top type",0.533,
final_layout,area delta synth->final,11.0,%
die,IO Pins,7,
clock_network,clk slew on worst S/H paths,0.06,ns
synth,"Distinct cells, synth",28,
grt,largest net degree at the start of global routing,25,
synth,top cells by area,"edfxtp_1 53%, xnor2_1 10%, nand4_4 4.6%",
routing,Vias,1163,
sta,skew final,0.00545,ns
synth,Cells after Synth,148,
die,Die Height,70.2,um
worst_hold_path,"Endpoint, Worst Hold",i[31],
clock_network,Post-CTS Setup Inserts,0,
sta,RSZ-0062 raised after global routing,no,
worst_hold_path,Hold Path Class,register to register,
critical_path,FF-to-FF setup slack,5.67,ns
flow_run,tool warnings,25,
pwr,LEAKAGE,0.667,nW
clock_network,CTS sink count,33,
synth,Post-synth EDFFs,33,
worst_hold_path,hold_sp,i[31],
critical_path,reg2reg end,i[24],
grt,initial antenna violation count,0,
sta,Worst-Margin Slew,0.387,ns
sta,Final Cycle Share,0.374,
die,Die ar.,4920,um^2
critical_path,Reg2Reg Depth,5,
synth,post-synthesis cell area,1860,um^2
die,core area,4410,um^2
clock_network,clk root buf,clkbuf_8,
routing,ANT nets after route,0,
synth,top cell type by instance count after synthesis,edfxtp_1,
critical_path,Setup crit end kind,register,
die,fp util,0.421,
clock_network,Resized Gates After CTS,0,
sta,endpoints failing setup,0,
clock_network,total CTS buffers,5,
routing,final WL,3010,um
sta,fin crit period,2.84,ns
critical_path,critical path class,input port to register,
clock_network,H-tree Lvls,2,
critical_path,CP startpoint kind,input port,
sta,setup TNS,0,ns
routing,drc violations,0,
routing,initial DRC count,54,
sta,Slew Limit Fails,0,
place,IO buf count,6,
place,Placed Instance Area,1990,um^2
sta,Rel. slew slack,0.742,
sta,Fin. Hold Viols,0,
clock_network,Skew-Pair Late Insertion Delay,0.28,ns
## layer usage
layer  wire length, um  GRT usage  vias to the layer above  share of wire
met3               188     0.0453                        5          0.063
li1                  -          -                      594              -
met2              1280      0.200                       28           0.42
met1              1480      0.252                      536           0.49
met5                 0          0                        -              0
met4                56     0.0178                        0          0.019
## placed cells by master (no fill, tap or decap), types with 2 or more instances in the layout
master / count
clkdlybuf4s50_1: 6
inv_1: 6
nor4_4: 2
a21oi_1: 3
nand3_1: 13
clkbuf_8: 5
and3_1: 3
nand2_1: 8
xnor2_1: 22
nor2_1: 7
nand4_1: 11
xor2_1: 7
ha_1: 5
nor3_2: 2
edfxtp_1: 33
nor4_1: 9
nand4_4: 4
## flip-flops by register name, summed over array words and instances, names as in the netlist
name	count
OUT	1
i	32
## area by class of cell
class / instances / area [um^2]
clock buffers: 6 / 72.6
clock inverters: 1 / 3.75
fillers: 373 / 2350
inverters: 6 / 22.5
multi-input cells: 108 / 842
flip-flops and latches: 33 / 991
well taps: 52 / 65.1
repair buffers: 7 / 67.6
## per-stage QoR
| step | power, mW | instances | hold slack [ns] | utilization | setup WS [ns] |
|---|---|---|---|---|---|
| global placement | 0.272 | 206 | 0.573 | 0.450 | 4.48 |
| CTS | 0.393 | 213 | 0.599 | 0.468 | 4.74 |
| finish | 0.388 | 213 | 0.591 | 0.468 | 4.76 |
| detailed placement | 0.274 | 206 | 0.585 | 0.450 | 4.44 |
| global route | 0.409 | 213 | 0.643 | 0.468 | 4.66 |
| floorplan | 0.261 | 148 | 0.550 | - | 4.80 |
## critical path: stages
cell	delay (ns)
clkdlybuf4s50_1	0.42
nand4_1	0.10
and2_1	0.37
buf_4	0.38
## kinds of logic after synthesis
logic type / count (synthesis) / synth area share
flops: 33 / 0.533
fa+ha+maj: 5 / 0.0336
xor+xnor: 29 / 0.137
compound gates: 9 / 0.0330
simple gates: 65 / 0.250
buf+inv: 7 / 0.0141
## worst max-delay path by stage
stage,from,to,slack [ns],cells past startpoint
CTS,D_C[2],i[25],4.74,4
global route,D_C[2],i[22],4.66,4
finish,D_C[2],i[25],4.76,4
## report_power, final
group / switching (mW) / internal (mW) / total [mW]
clock network: 0.0571 / 0.0616 / 0.119
registers: 0.0187 / 0.217 / 0.236
logic: 0.0166 / 0.0174 / 0.0340
Power is estimated from default activity; no workload was simulated.
